### run.sh
#!/bin/bash
# OpenROAD 26Q1-2900-gdf79404cd8, Yosys 0.63+post, stock flow scripts
make -C /OpenROAD-flow-scripts/flow DESIGN_CONFIG=/design/flow/config.mk WORK_HOME=/design/flow/orfs finish
### config.mk
export PLATFORM = sky130hd
export DESIGN_NAME = ALU
export DESIGN_NICKNAME = ALU
export VERILOG_FILES = /design/flow/design.v
export SDC_FILE = /design/flow/constraint.sdc
export NUM_CORES = 4
export LEC_CHECK = 1
export CORE_UTILIZATION = 40
### constraint.sdc
current_design ALU

set clk_period 24.5
set clk_io_pct 0.2

create_clock -name clk0 -period $clk_period

set non_clock_inputs [all_inputs -no_clocks]
set_input_delay [expr $clk_period * $clk_io_pct] -clock clk0 $non_clock_inputs
set_output_delay [expr $clk_period * $clk_io_pct] -clock clk0 [all_outputs]
### design.v
module ALU(
    clk,
    rst,
    r1_data,
    r2_data,
    ALUCtrl,
    ZeroFlag,
    shamt,
    ALUOut
);
input clk;
input rst;
input [31:0] r1_data;
input [31:0] r2_data;
input [3:0]ALUCtrl;
input [4:0] shamt;
output  ZeroFlag;
output reg[31:0] ALUOut;
wire signed [31:0] SignData1;
wire signed [31:0] SignData2;
assign SignData1 = r1_data;
assign SignData2 = r2_data;
assign ZeroFlag = ~|(ALUOut);
parameter ADD = 4'b0000,
          SUB = 4'b0001,
          SLL = 4'b0010,
          SLT = 4'b0011,
          SLTU = 4'b0100,
          XOR = 4'b0101,
          SRL = 4'b0110,
          SRA = 4'b0111,
          OR = 4'b1000,
          AND = 4'b1001,
          SLLI = 4'b1010,
          SRLI = 4'b1011,
          SRAI =4'b1100,
          IMM = 4'b1101,
          BGE = 4'b1110,
          BGEU = 4'b1111;
always@(*) begin
    case (ALUCtrl)
        AND:
            ALUOut = r1_data & r2_data;
        OR : 
            ALUOut = r1_data | r2_data;
        XOR :
            ALUOut = r1_data ^ r2_data;
        ADD :
            ALUOut = r1_data + r2_data ;
        SUB :
            ALUOut = r1_data + (~r2_data) + 1'b1;
        SLL : 
            ALUOut = r1_data << r2_data[4:0];
        SLLI :
            ALUOut = r1_data << shamt ;
        SLT :
            ALUOut = (SignData1 < SignData2)? 32'b1:32'b0;
        SLTU :
            ALUOut = (r1_data < r2_data )? 32'b1 : 32'b0;
        SRL : 
            ALUOut = r1_data >> r2_data[4:0];
        SRA :
            ALUOut = SignData1 >>> r2_data[4:0];
        SRLI :
            ALUOut = r1_data >> shamt;
        SRAI : 
            ALUOut = SignData1 >>> shamt;
        IMM  :
            ALUOut = r2_data ;
        BGE :
            ALUOut =(SignData1 < SignData2)? 32'b0:32'b1;
        BGEU :
            ALUOut = (r1_data  < r2_data)? 32'b0:32'b1;
        default:
            ALUOut = 32'b0;
    endcase
end
endmodule 
==> qor.csv <==
metric,value,unit
status,completed,
Yosys top cell by instances,nand2_1,
initial antenna violation count,5,
# fillers,3222,
core area,0.0307,mm2
chip width,179,um
Vias/cell,7.24,
post-route ant nets,0,
Final Hold Fails,0,
tool warnings,100,
# IOs,108,
power per cell area,27.2,mW/mm2
Distinct lib cells used,96,
"Largest stage delay, worst path",0.76,ns
worst endpoint required time,19.60,ns
VDD IR-drop max,12.6,uV
synthesized cell area,0.0125,mm2
Lkg Pwr,5.71,nW
Worst path slowest cell,a311oi_1,
crit start category,primary input,
net switching power of the design,245,uW
Place WS,8.68,ns
yosys stat area,0.0125,mm2
Final Non-Filler Cells,2297,
setup bufs post-CTS,0,
maxcap violations,0,
Placer Congestion,1.14,
Tot Pwr,376,uW
vias in the first global route,15100,
final worst path period share,0.659,
Vias,16600,
placed insts,2294,
Mean Syn Cell Area,6.63,um2
Most Frequent Cell on Critical Path,buf_4,
Switching Share,0.652,
CP Cell Sequence,"clkdlybuf4s50_1, buf_4, nor4b_2, buf_4, mux2i_2, buf_4, mux2i_1, o21ai_1, a221oi_1, o21ai_1, a311oi_1, a31oi_1, nor3_1, nand4b_1, or4_1, nor4_2, clkdlybuf4s50_1",
synthesized instance count,1883,
Met2 Wirelength,31900,um
"critical path fanouts, max",28,
worst slew pin tran,1.07,ns
Top Metal Used,met5,
GRT Total Usage,0.480,
largest net degree at the start of global routing,41,
Final Routed Wirelength,76400,um
met1 WL,29100,um
flop count,0,
area grow syn2layout,10.9,%
setup TNS,0,ns
Port Buf Inserts,106,
final setup fails,0,
Critical Path AT,11.25,ns
Yosys top cell area share,0.135,
1st-pass router iterations,8,
Final HPWL DP,59100,um
post-cts resize count,0,
die y size,179,um
Fmax,61.9,MHz
DR WL/cell,33.3,um
min cycle time layout,16.15,ns
Pint,131,uW
cell row count,64,
sequential cell area,0,um2
DIE AREA,0.0319,mm2
minimum hold slack,11.06,ns
first-pass GRT wire length,108000,um
synth warn,1,
drt first-iter violations,2069,
total congestion overflow,0,
Slew HR,0.276,
met3 wire length,10200,um
Hold Path Class,primary input to output pin,
RSZ-0062 raised after global routing,no,
Post-synth area hogs,"mux2i_1 (13%), ha_1 (9.8%), a21oi_1 (6.3%), nand2_1 (5.8%), nor2_1 (5.4%)",
FP Core Util,0.407,
# clk buffers,0,
share of cells above drive strength 1,0.0806,
Setup WS post-layout,8.35,ns
"Seq share, synth",0,
most common library cells after synthesis,"nand2_1 (194), nor2_1 (179), mux2i_1 (168)",
Final Max Slew Viols,0,
crit path kind,primary input to output pin,
CP Capture Type,output pin,
post-synth top area cell,mux2i_1,
yosys stat cell total,1883,
# DRC,0,
hold buffer count at CTS,0,
routing by layer:
| metal | vias to the layer above | track usage |
|---|---|---|
| li1 | 7181 | - |
| met1 | 7909 | 0.622 |
| met2 | 1268 | 0.708 |
| met3 | 273 | 0.158 |
| met4 | 4 | 0.248 |
| met5 | - | 0 |
power groups by stage:
stage | Sequential [mW] | Clock, mW | Combinational, mW
4_1_cts | 0 | 0 | 0.359
5_1_grt | 0 | 0 | 0.390
worst paths after layout:
kind / start / endpoint / slack [ns] / depth (start not counted)
worst max-delay path: ALUCtrl[1] / ZeroFlag / 8.35 / 17
worst min-delay path: r2_data[31] / ALUOut[31] / 11.06 / 5
per-stage QoR:
stage,area (um2),utilization
floorplan,12500,-
global placement,13800,0.451
detailed placement,13800,0.451
CTS,13800,0.451
global route,13800,0.451
finish,13800,0.451
kinds of logic (layout without fill, tap and decap cells):
group                    after synthesis  count (layout)  synth area share
other                                  0               3                 0
AND-OR/OR-AND                        678             678             0.373
multiplexers                         211             211             0.190
buffers and inverters                262             277            0.0922
XOR/XNOR                              19              19            0.0133
adder cells (fa/ha/maj)              100             100             0.101
AND/OR/NAND/NOR                      613             613             0.230
layout by cell type, fill, tap and decap left out, types with 10 or more instances in the layout:
master           count
o211ai_1            29
o31ai_1             16
nor3_1              48
a22oi_1             43
a211o_1             10
buf_4               74
nor2b_1             11
mux2_2              15
a21o_1              18
o21bai_1            12
a221oi_1            23
and3_1              16
xnor2_1             18
nand2_1            194
o22ai_1             30
nor2_1             177
a2111oi_0           10
a22o_1              13
o21ai_0            101
nor4_1              16
inv_1               96
nand3_1             57
clkdlybuf4s50_1    105
a211oi_1            40
a221o_1             11
nand2b_1            23
nand4_1             14
ha_1                98
mux2i_2             10
a21oi_1            158
a31oi_1             34
o2111ai_1           18
mux2i_1            165
cell type report:
type                       instances  area, um2  share of cell area
inverter                          97        364              0.0263
tap                              396        495              0.0358
antenna                            3       7.51            0.000543
timing repair buffer             180       1610               0.116
multi-input combinational       1621      11400               0.821
critical path, delay by kind of cell:
kind / cells / cell delay [ns]
buf+inv: 5 / 2.03
compound gates: 5 / 1.96
mux: 2 / 0.64
simple gates: 5 / 1.66
No activity file was given, so power comes from the tool's default toggle rates.
