==> ./design.v <==
module SignExtend(
    rst,
    clk,
    SignType,
    SignNumber,
    SignNumber1,
    out
);
input rst;
input clk;
input [2:0]  SignType;
input [19:0] SignNumber;
input [4:0]  SignNumber1;
output reg[31:0] out ;
always @(*) begin
    case(SignType)
        3'b000: 
            out = {{20{SignNumber[19]}},SignNumber[19:8]};
        3'b001: 
            out = {{20{SignNumber[19]}},SignNumber[19:13],SignNumber1[4:0]};
        3'b010: 
            out = {{19{SignNumber[19]}},SignNumber[19],SignNumber1[0],SignNumber[18:13],SignNumber1[4:1],1'b0};
        3'b011: 
            out = {SignNumber[19:0],12'b0};
        3'b100: 
            out = {{11{SignNumber[19]}},SignNumber[19],SignNumber[7:0],SignNumber[8],SignNumber[18:9],1'b0};
        default:
            out = 32'b0;
    endcase
end
endmodule
==> ./run.sh <==
#!/bin/bash
# OpenROAD 26Q1-2900-gdf79404cd8, Yosys 0.63+post, stock flow scripts
make -C /OpenROAD-flow-scripts/flow DESIGN_CONFIG=/design/flow/config.mk WORK_HOME=/design/flow/orfs finish
==> ./config.mk <==
export PLATFORM = sky130hd
export DESIGN_NAME = SignExtend
export DESIGN_NICKNAME = SignExtend
export VERILOG_FILES = /design/flow/design.v
export SDC_FILE = /design/flow/constraint.sdc
export NUM_CORES = 4
export LEC_CHECK = 1
export CORE_AREA = 10 10 70 70
export DIE_AREA = 0 0 80 80
==> ./constraint.sdc <==
current_design SignExtend

set clk_period 2.7
set clk_io_pct 0.2

create_clock -name clk0 -period $clk_period

set non_clock_inputs [all_inputs -no_clocks]
set_input_delay [expr $clk_period * $clk_io_pct] -clock clk0 $non_clock_inputs
set_output_delay [expr $clk_period * $clk_io_pct] -clock clk0 [all_outputs]
==> job_summary.md <==
## PnR job results

| Metric | Value |
|---|---|
| Status | complete, no violations |
| Final setup viols | 0 |
| MaxCap Viol Count | 0 |
| Cell area after synthesis | 541 sq um |
| Die X | 80 microns |
| Net Sw Power | 0.0635 mW |
| Rel. slew slack | 82.7% |
| FF+latch area | 0 sq um |
| Flop Count | 0 |
| TritonRoute pass-1 iters | 3 |
| Critical Path Start Type | input port |
| Fraction of layout cells with a size suffix above 1 | 15.0% |
| Cells after Synth | roughly 94 |
| DIE AREA | 6400 sq um |
| PD cells | 161 nW/um^2 |
| Vias in the first global route | 837 |
| Synth Seq Share | 0% |
| Fin. Hold Viols | 0 |
| Final worst slack | 0.0953 ns |
| Post-route minimum period | 2.60 ns |
| RSZ-0062 raised after global routing | no |
| First-pass GRT wire length | 4100 microns |
| ANT cells | 0 |
| P_leak | 0.535 nW |
| Net Sw Frac | 31.0% |
| Hold Path Depth | 4 |
| Routed Antenna Nets | 0 |
| Cycle use final | between 90% and 100% |
| Initial antenna violation count | 0 |
| Global route overflow | 0 |
| Critical path required time | 2.16 ns |
| WL/cell | 12.7 microns |
| WHS Endpoint | out[31] |
| Placeable Area | 3420 sq um |
| Vias/cell | 4.14 |
| DRC errors left | 0 |
| Fmax achieved | approximately 380 MHz |
| I/O Pins | between 60 and 70 |
| Via count | approximately 850 |
| Type of the worst setup path | input port to output pin |
| Syn_area_per_cell | about 5.8 sq um |
| Core Util, Final | 37.1% |
| # rows | 21 |
| IO buf count | around 60 |
| All-Layer GR Usage | under 10% |
| Starting DRT DRC Count | 32 |
| Die Y | 80 microns |
| Arr. time, crit path | 2.06 ns |
| Path category of the worst min-delay check | input port to output pin |
| Largest net degree at the start of global routing | 12 |
| Setup crit end kind | output pin |
| YS chip area | 541 sq um |
| Final HPWL DP | 2270 microns |
| GPL Wtd Cong | 0.759 |
| Total power | 0.205 mW |
| Tool warnings | 34 |
| Postcts setup bufs | 0 |
| Peak supply drop | 0.0000509 V |
| Int Power | 0.141 mW |
| DRT Wirelength | about 2600 microns |
| CP Max Fanout | 8 |
| Comb pwr share | 100.0% |
| # hold bufs at CTS | 0 |
| Cell Type Count | 20 |
| Synthesis-to-layout area growth | 135% |
| Setup_tns | 0 ns |
| Yosys synthesis warning count | 1 |
| HP Start | SignType[0] |
| Post-place setup slack | -0.137 ns |
| Clock power frac | 0% |
| Pins Over Slew Limit | 0 |
| Yosys cell count | 94 |
| Clock buf count | 0 |
| Sequential cell fraction of total power | 0% |
| Initial Util | 15.8% |
| Worst-Margin Slew | 0.259 ns |
[logic make-up after synthesis]
group | synth area share (%)
buffers and inverters | 16.2
adders and majority gates | 2.08
muxes | 10.2
and+or+nand+nor | 39.4
AOI/OAI and AO/OA | 32.2
[layer usage]
metal	vias up	track usage (%)	wire, microns
met5	-	0	0
li1	459	-	-
met4	0	0	0
met2	22	13.4	1290
met1	372	9.49	1120
met3	0	2.27	201
[repair_timing]
action	CTS	global route
resized	3	1
cloned	0	0
setup endpoints to repair	29	5
[synth_stat cells]
cell type / number / area, sq um
a21oi_1: 17 / 85.1
and2_0: 1 / 6.26
and2_1: 1 / 6.26
and2b_1: 2 / 15.0
and3b_1: 1 / 8.76
buf_2: 4 / 20.0
buf_6: 3 / 33.8
clkbuf_1: 4 / 15.0
inv_1: 5 / 18.8
maj3_2: 1 / 11.3
mux2_2: 4 / 45.0
mux2i_1: 1 / 10.0
nand2_1: 22 / 82.6
nand2b_1: 5 / 31.3
nand2b_4: 1 / 13.8
nor2b_1: 7 / 43.8
nor3_1: 1 / 5.00
o21ai_0: 1 / 5.00
o22ai_1: 12 / 75.1
o32ai_1: 1 / 8.76
[cell type report]
| type | instances | area [sq um] |
|---|---|---|
| inverters | 5 | 18.8 |
| well taps | 46 | 57.6 |
| repair buffers | 77 | 737 |
| multi-input cells | 78 | 455 |
| fillers | 362 | 2150 |
[worst max path at each step]
| stage | start | end | slack [ns] | depth (start not counted) |
|---|---|---|---|---|
| CTS | SignNumber[19] | out[13] | 0.05 | 6 |
| global route | SignNumber[19] | out[13] | 0.02 | 6 |
| finish | SignNumber[19] | out[13] | 0.1 | 6 |
[metrics by stage]
step	instances	hold slack, ns	area, sq um
after floorplan	94	1.13	541
after CTS	206	2.01	1270
after global routing	206	2.03	1270
after global placement	206	2.00	1270
after detailed placement	206	2.00	1270
final	206	1.99	1270
[cells in the final DEF, fill, tap and decap left out, drive strengths merged]
| master | n |
|---|---|
| mux2 | 4 |
| inv | 5 |
| mux2i | 1 |
| nor3 | 1 |
| o22ai | 12 |
| nor2b | 7 |
| buf | 17 |
| nand2 | 22 |
| nand2b | 6 |
| and3b | 1 |
| dlygate4sd2 | 3 |
| o32ai | 1 |
| clkdlybuf4s50 | 57 |
| a21oi | 17 |
| and2 | 2 |
| maj3 | 1 |
| and2b | 2 |
| o21ai | 1 |
[critical path: stages]
cell	delay, ns
clkdlybuf4s50_1	0.50
nor2b_2	0.18
buf_4	0.16
a21oi_1	0.05
o22ai_1	0.14
clkdlybuf4s50_1	0.49
[power groups by stage]
stage	Combinational [mW]	Clock, mW	Sequential [mW]
after CTS	0.209	0	0
after global routing	0.225	0	0
final	0.205	0	0
Power figures rest on the tool's default switching activity, not on a simulated workload.
