==> design/flow/design.v <==
module Register (
    clk,
    rst,
    rs1,
    rs2,
    rd,
    r_data1,
    r_data2,
    w_data,
    w_signal 
);
input       clk;
input       rst;
input [4:0] rs1;
input [4:0] rs2;
input [4:0] rd ;
input [31:0] w_data;
input w_signal;
output [31:0] r_data1;
output [31:0] r_data2;
reg [31:0] register [31:0];
integer i;
assign r_data1 = register[rs1];
assign r_data2 = register[rs2];
always@ (posedge clk) begin
    if(rst)
        for(i=0;i<32;i=i+1)
            register[i] <= 32'b0;
    else
        if(w_signal) begin
          register[rd] <= (rd==0)? 0: w_data;      
        end
end
endmodule
==> design/flow/run.sh <==
#!/bin/bash
# OpenROAD 26Q1-2900-gdf79404cd8, Yosys 0.63+post, stock flow scripts
make -C /OpenROAD-flow-scripts/flow DESIGN_CONFIG=/design/flow/config.mk WORK_HOME=/design/flow/orfs finish
==> design/flow/config.mk <==
export PLATFORM = sky130hd
export DESIGN_NAME = Register
export DESIGN_NICKNAME = Register
export VERILOG_FILES = /design/flow/design.v
export SDC_FILE = /design/flow/constraint.sdc
export NUM_CORES = 4
export LEC_CHECK = 1
export CORE_UTILIZATION = 40
==> design/flow/constraint.sdc <==
current_design Register

set clk_period 6.4
set clk_io_pct 0.2

create_clock -name clk0 -period $clk_period [get_ports {clk}]

set non_clock_inputs [all_inputs -no_clocks]
set_input_delay [expr $clk_period * $clk_io_pct] -clock clk0 $non_clock_inputs
set_output_delay [expr $clk_period * $clk_io_pct] -clock clk0 [all_outputs]
==> node_exporter_impl.prom <==
# HELP chip_impl_metric Physical implementation figures
# TYPE chip_impl_metric gauge
chip_impl_metric{name="power.static_leakage",unit="nW"} 23.0
chip_impl_metric{name="post_route_cells_drive_above_1_share",unit="%"} 9.13
chip_impl_metric{name="cts_inserted_buffers",unit=""} 109
chip_impl_metric{name="ios",unit=""} 114
chip_impl_metric{name="total_power",unit="mW"} 16.0
chip_impl_metric{name="initial_utilization",unit="%"} 40.3
chip_impl_metric{name="cts-resized-gates",unit=""} 0
chip_impl_metric{name="port-buffer-count",unit=""} 113
chip_impl_metric{name="switchingPower",unit="mW"} 4.15
chip_impl_metric{name="grt_antenna_before_repair",unit=""} 2
chip_impl_metric{name="p_int",unit="mW"} 11.8
chip_impl_metric{name="largest_net_degree_at_the_start_of_global_routing",unit=""} 76
chip_impl_metric{name="crit_path_max_incr_delay",unit="ps"} 830
chip_impl_metric{name="number_of_flip_flops_under_the_largest_register_name",unit=""} 1024
chip_impl_metric{name="ant_nets",unit=""} 0
chip_impl_metric{name="number_of_standard_cell_rows_in_the_floorplan",unit=""} 134
chip_impl_metric{name="maximum_vdd_drop",unit="V"} 0.000210
chip_impl_metric{name="synthesized_chip_area_reported_by_yosys",unit="µm²"} 53700
chip_impl_metric{name="ys.flops",unit=""} 1024
chip_impl_metric{name="synthAoiAreaFrac",unit="%"} 7.33
chip_impl_metric{name="die-height",unit="µm"} 368
chip_impl_metric{name="fin_ws",unit="ps"} 702
chip_impl_metric{name="route.final.wire_length",unit="µm"} 198000
chip_impl_info{name="grt_setup_unrepaired",value="no"} 1
chip_impl_metric{name="routed-via-count",unit=""} 38900
chip_impl_metric{name="drt-pass1-iter-count",unit=""} 8
chip_impl_metric{name="setup_total_negative_slack",unit="ps"} 0
chip_impl_metric{name="fmaxAchievable",unit="GHz"} 0.175
chip_impl_info{name="critPathKind",value="input pin to output port"} 1
chip_impl_metric{name="instance_count_of_the_mapped_netlist",unit=""} 4646
chip_impl_metric{name="dpl.hpwl",unit="µm"} 114000
chip_impl_metric{name="clkSlewWorstSetupHoldPaths",unit="ps"} 60
chip_impl_metric{name="max_cap_viol",unit=""} 0
chip_impl_metric{name="tightest_slew",unit="ps"} 956
chip_impl_metric{name="groute.usage.overall",unit="%"} 30.9
chip_impl_info{name="cp_cell_sequence",value="clkdlybuf4s50_1, and2_4, buf_4, buf_4, a22oi_1, nand3_1, nand3_1, clkdlybuf4s50_1"} 1
chip_impl_metric{name="pwr_density_cell",unit="nW/µm²"} 265
chip_impl_metric{name="gp_congestion",unit=""} 0.922
chip_impl_metric{name="final_core_util",unit="%"} 45.3
chip_impl_metric{name="cts_max_path_buffers",unit=""} 3
chip_impl_metric{name="worst-path-buf-inv",unit=""} 4
chip_impl_metric{name="grt_first_pass_wirelength",unit="µm"} 278000
chip_impl_metric{name="crit_required",unit="ps"} 5120
chip_impl_metric{name="vias_per_cell",unit=""} 5.98
chip_impl_metric{name="core_area",unit="µm²"} 133000
chip_impl_info{name="worst_hold_path_type",value="input pin to register"} 1
chip_impl_metric{name="avgRoutedWirePerCell",unit="µm"} 30.4
chip_impl_metric{name="yosys.area_share.simple",unit="%"} 12.0
chip_impl_metric{name="post-route-drc-count",unit=""} 0
chip_impl_info{name="crit_path_max_delay_family",value="buffers and inverters"} 1
chip_impl_metric{name="h-tree-depth",unit=""} 3
chip_impl_metric{name="post_cts_buffers",unit=""} 0
chip_impl_metric{name="critPathMaxFanout",unit=""} 43
chip_impl_info{name="setup.worst_path.end_class",value="output port"} 1
chip_impl_metric{name="fillers",unit=""} 11800
chip_impl_metric{name="sw_share",unit="%"} 25.9
chip_impl_metric{name="cts_hold_buf",unit=""} 0
chip_impl_info{name="tritoncts_clock_tree",value="done"} 1
chip_impl_metric{name="hold_ws",unit="ps"} 1300
chip_impl_metric{name="synth.cellmix.adderShare",unit="%"} 0
chip_impl_info{name="reg_top3",value="register: 1024 flops"} 1
chip_impl_info{name="regMostFlops",value="register"} 1
chip_impl_metric{name="cp_data_arrival_time",unit="ps"} 4420
chip_impl_metric{name="clock_sink_count",unit=""} 1024
chip_impl_metric{name="synth.mux.area_fraction",unit="%"} 19.1
chip_impl_metric{name="sequentialPowerShare",unit="%"} 49.5
chip_impl_metric{name="finalHoldViolCount",unit=""} 0
chip_impl_metric{name="power.share.clock",unit="%"} 37.6
chip_impl_info{name="critPathLaunchType",value="input pin"} 1
chip_impl_metric{name="chip_area",unit="µm²"} 136000
chip_impl_metric{name="power.share.combinational",unit="%"} 12.8
chip_impl_metric{name="post-place-ws",unit="ps"} 810
chip_impl_metric{name="syn_area",unit="µm²"} 53700
chip_impl_metric{name="grt_pass1_vias",unit=""} 39000
chip_impl_info{name="ctsRootBufferMaster",value="clkbuf_16"} 1
chip_impl_metric{name="synth_area_per_cell",unit="µm²"} 11.6
chip_impl_metric{name="cycle_use_final",unit="%"} 89.0
chip_impl_info{name="synthTopLogicFamily",value="multiplexers"} 1
chip_impl_metric{name="synth-seq-area-share",unit="%"} 57.3
chip_impl_metric{name="yosys_cells",unit=""} 4646
chip_impl_metric{name="dr.first_iter.drc_count",unit=""} 2860
chip_impl_metric{name="die_x",unit="µm"} 368
chip_impl_metric{name="synth-xor-area-share",unit="%"} 0
chip_impl_metric{name="final-setup-viol-count",unit=""} 0
chip_impl_metric{name="final_period_minus_worst_setup_slack",unit="ps"} 5700
chip_impl_metric{name="remaining_global_route_overflow",unit=""} 0
chip_impl_metric{name="yosys_warnings",unit=""} 1
chip_impl_metric{name="openroad.warnings",unit=""} 26
chip_impl_info{name="result_of_the_run",value="complete, no violations"} 1
chip_impl_metric{name="area_growth",unit="%"} 12.4
chip_impl_metric{name="slew_headroom",unit="%"} 36.3
chip_impl_metric{name="maxSlewViolCount",unit=""} 0
chip_impl_metric{name="synthDistinctLibCells",unit=""} 26
chip_impl_info{name="timing.critical_path.slowest_stage_cell",value="and2_4"} 1
cells in the final DEF (no fill, tap or decap), drive strengths merged, types with 65 or more instances in the layout:
cell,count
a21oi,192
a22o,128
a22oi,192
buf,207
clkbuf,130
clkdlybuf4s50,111
edfxtp,1024
mux2i,1024
nand2,260
nand3,192
nor2,976
nor3,65
area by class of cell:
class / instances / area [µm²] / share of cell area (%)
repair buffers: 318 / 3120 / 5.17
well taps: 1768 / 2210 / 3.67
clock inverters: 59 / 453 / 0.751
diodes: 4 / 10.0 / 0.0166
multi-input cells: 3200 / 21000 / 34.7
flip-flops and latches: 1024 / 30700 / 51.0
clock buffers: 130 / 2830 / 4.69
power groups by stage:
stage	Sequential [mW]	Combinational (mW)	Clock, mW
after global routing	7.97	2.15	6.31
final	7.93	2.05	6.02
after CTS	7.92	2.02	6.08
cell families (layout without fill, tap and decap cells):
family	count (synthesis)	after routing
multiplexers	1024	1024
AND-OR/OR-AND	577	577
buffers and inverters	453	507
flip-flops	1024	1024
other	1	36
AND/OR/NAND/NOR	1567	1567
routing by layer:
metal	global-route usage [%]	vias to the layer above	wire, µm
li1	-	17000	-
met1	38.7	18800	69500
met2	43.2	2619	85800
met3	21.2	483	33000
met4	10.4	14	8700
met5	3.21	-	504
cells in the mapped netlist:
master	instances	share of area, %
a21oi_1	192	1.8
a31o_2	1	0.016
buf_1	22	0.15
a31oi_1	64	0.75
and2_1	2	0.023
buf_4	74	1.0
buf_6	17	0.36
and3_1	23	0.27
and2_0	1	0.012
mux2i_1	1024	19
edfxtp_1	1024	57
nor3_1	64	0.60
conb_1	1	0.0070
nor3b_2	3	0.070
nor2b_1	5	0.058
buf_2	155	1.4
or2_2	2	0.023
nor3_4	1	0.030
a22o_1	128	2.1
nand2b_1	35	0.41
nand3_1	192	1.8
and3b_1	3	0.049
a22oi_1	192	2.7
nor2_1	976	6.8
nand2_1	260	1.8
clkbuf_1	185	1.3
through the flow:
stage | instance area, µm² | instances
after floorplan | 53800 | 4677
after global placement | 57000 | 6310
after detailed placement | 57000 | 6310
after CTS | 60300 | 6499
after global routing | 60300 | 6499
final | 60300 | 6503
path summary, 6_finish.rpt:
path	start	end	slack, ps	cells after the start
setup / recovery	rs2[0]	r_data2[6]	700	8
hold / removal	w_data[31]	register[2][31]	1300	2
Power and IR drop assume default switching activity.
